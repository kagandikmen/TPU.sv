### /design/flow/run.sh
#!/bin/bash
# OpenROAD 26Q1-2900-gdf79404cd8, Yosys 0.63+post, stock flow scripts
make -C /OpenROAD-flow-scripts/flow DESIGN_CONFIG=/design/flow/config.mk WORK_HOME=/design/flow/orfs finish
### /design/flow/config.mk
export PLATFORM = sky130hd
export DESIGN_NAME = fifo
export DESIGN_NICKNAME = fifo
export VERILOG_FILES = /design/flow/design.v
export SDC_FILE = /design/flow/constraint.sdc
export NUM_CORES = 4
export LEC_CHECK = 1
export CORE_UTILIZATION = 40
### /design/flow/constraint.sdc
current_design fifo

set clk_period 7.6
set clk_io_pct 0.2

create_clock -name clk0 -period $clk_period [get_ports {clk}]

set non_clock_inputs [all_inputs -no_clocks]
set_input_delay [expr $clk_period * $clk_io_pct] -clock clk0 $non_clock_inputs
set_output_delay [expr $clk_period * $clk_io_pct] -clock clk0 [all_outputs]
### /design/flow/design.v
module dist_ram
    #(
        parameter int DATA_WIDTH = 8,
        parameter int DATA_DEPTH = 32,
        parameter int ADDRESS_WIDTH = 5
    )(
        input logic clk,
        input logic [ADDRESS_WIDTH-1:0] in_addr,
        input logic [DATA_WIDTH-1:0] data_in,
        input logic write_en,
        input logic [ADDRESS_WIDTH-1:0] out_addr,
        output logic [DATA_WIDTH-1:0] data_out
    );
    logic [DATA_WIDTH-1:0] ram [DATA_DEPTH-1:0];
    always_ff @(posedge clk)
    begin
        if (write_en)
        begin
            ram [in_addr] <= data_in;
        end
    end
    always_comb
    begin
        data_out = ram [out_addr];
    end
endmodule
module fifo
    #(
        parameter int FIFO_DEPTH = 32,
        parameter int FIFO_WIDTH = 8
    )(
        input logic clk,
        input logic rst,
        input logic [FIFO_WIDTH-1:0] data_in,
        input logic write_en,
        output logic [FIFO_WIDTH-1:0] data_out,
        input logic next_en,
        output logic empty,
        output logic full
    );
    localparam address_width = $clog2(FIFO_DEPTH);
    logic [address_width-1:0] read_ptr_cs, read_ptr_ns, write_ptr_cs, write_ptr_ns;
    logic empty_cs, empty_ns, full_cs, full_ns;
    logic looped_cs, looped_ns;
    dist_ram #(
        .DATA_WIDTH(FIFO_WIDTH),
        .DATA_DEPTH(FIFO_DEPTH),
        .ADDRESS_WIDTH(address_width)
    ) ram_i (
        .clk(clk),
        .in_addr(write_ptr_cs),
        .data_in(data_in),
        .write_en(write_en),
        .out_addr(read_ptr_cs),
        .data_out(data_out)
    );
    always_comb
    begin
        empty = empty_cs;
        full = full_cs;
    end
    always_ff @(posedge clk)
    begin
        if(rst)
        begin
            write_ptr_cs    <= 'b0;
            read_ptr_cs     <= 'b0;
            looped_cs       <= 1'b0;
            empty_cs        <= 1'b1;
            full_cs         <= 1'b0;
        end
        else
        begin
            write_ptr_cs    <= write_ptr_ns;
            read_ptr_cs     <= read_ptr_ns;
            looped_cs       <= looped_ns;
            empty_cs        <= empty_ns;
            full_cs         <= full_ns;
        end
    end
    always_comb
    begin
        read_ptr_ns     = read_ptr_cs;
        write_ptr_ns    = write_ptr_cs;
        empty_ns        = empty_cs;
        full_ns         = full_cs;
        looped_ns       = looped_cs;
        if(next_en & (write_ptr_cs != read_ptr_cs | looped_cs))
        begin
            if(read_ptr_cs == FIFO_DEPTH-1)
            begin
                read_ptr_ns = 'b0;
                looped_ns = 1'b0;
            end
            else
            begin
                read_ptr_ns = read_ptr_cs + 1;
            end
        end
        if(write_en & (write_ptr_cs != read_ptr_ns | !looped_cs))
        begin
            if(write_ptr_cs == FIFO_DEPTH-1)
            begin
                write_ptr_ns = 'b0;
                looped_ns = 1'b1;
            end
            else
            begin
                write_ptr_ns = write_ptr_cs + 1;
            end
        end
        if(write_ptr_ns == read_ptr_ns)
        begin
            if(looped_cs)
            begin
                empty_ns = 1'b0;
                full_ns = 1'b1;
            end
            else
            begin
                empty_ns = 1'b1;
                full_ns = 1'b0;
            end
        end
        else
        begin
            empty_ns    = 1'b0;
            full_ns     = 1'b0;
        end
    end
endmodule
==> CHANGELOG.md <==
## Flow update

* Number of global-route vias before repair at 5996
* Clock slew at reported path FFs at ~0.06 ns
* Status: finished clean
* CP Data Required Time at 6.08 ns
* Leakage power summed over all cells at between 4 and 5 nW
* Horiz. Die Dim at 169 um
* Vertical die size at roughly 170 um
* Critical setup path kind: reg -> out
* Layout cell share with drive strength beyond 1 at 29.7%
* Max-cap viol count at 0
* Buffer-and-inverter tally for the worst setup path at 2
* Fill cells at 2220
* Power per cell area at 263 nW/um^2
* Placed Instances at around 960
* Buffers inserted during post-CTS setup optimization at 0
* Wire length of the first global-routing pass at between 30 and 40 mm
* Worst-case reg-to-reg path depth at 13
* Worst Hold Endpoint: looped_cs$_SDFF_PP0_
* Period utilisation layout at a little under three quarters
* Number of setup violations in the final report at 0
* Non-filler instance count after layout at a little over 1000
* Root buffer selected by CTS: sky130_fd_sc_hd__clkbuf_16
* Top logic family: multiplexers
* Setup slack on the worst flop-to-flop path at 2.87 ns
* Fraction of registers with async set/reset at 0%
* Max_slew headroom at between 20% and 30%
* Post-Route WL at about 24 mm
* Post-synth top flop: sky130_fd_sc_hd__edfxtp_1
* Data arrival at the endpoint of the critical path at 3.93 ns
* Antenna-violating nets left at 0
* Startpoint of the lowest-slack register-to-register path: read_ptr_cs[0]$_SDFF_PP0_
* Cell mode on critical path: sky130_fd_sc_hd__mux4_2
* Total number of H-tree levels at 1
* Highest achievable clock rate at 183 MHz
* Routed length per placed instance at roughly 24 um
* Mean post-synth cell area at about 20 um^2
* Number of enable flip-flop cells at 256
* Leading cell types in the layout, fill and taps excluded: 256 x sky130_fd_sc_hd__edfxtp_1, 80 x sky130_fd_sc_hd__mux4_2, 54 x sky130_fd_sc_hd__nor2_1, 35 x sky130_fd_sc_hd__buf_4, 29 x sky130_fd_sc_hd__clkbuf_16
* Core Box Area at between 20000 and 30000 um^2
* Mean number of vias per cell at between 5 and 6
* Cell Rows at 60
* Residual overflow from global routing at 0
* Number of pins exceeding their max-slew limit in the final report at 0
* Class of the worst hold path: reg -> reg
* Slew at the pin closest to its max-slew limit at 1.06 ns
* Clock tree from TritonCTS: yes
* Seq cells post-synth at roughly 270
* Core utilization before placement at between 40 and 50%
* Post-synthesis to final-layout area growth at 15.8%
* Kind of capture point of the worst setup path: primary output
* Routed via count at between 5000 and 6000
* Largest net degree at the start of global routing at roughly 46
* Number of buffers created by CTS at 28
* Maximum vdd drop at 0.150 mV
* Port Buffers at 21
* Yosys Instances at ~560
* Synth Area in Compound Gates at under 10%
* Leading cell type in the layout, fill and taps excluded: sky130_fd_sc_hd__edfxtp_1
* GPL Wtd Cong at between 0.8 and 0.9
* Critical-path cell with the highest stage delay: sky130_fd_sc_hd__dfxtp_4
* Worst hold margin at around 0.57 ns
* Post-synth mux share at roughly 18%
* Clock Skew at 0.0126 ns
* Violation tally from detailed-route iteration zero at between 400 and 500
* Setup repair after global routing missed its margin: false
* Clock buffer depth at 3
* Max FO, Critical Path at 45
* Yosys simple share at about 4.5%
* Number of cells on the worst hold path at 2
* Tally of yosys warning messages at 2
* Detailed-route DRC error count at 0
* Critical Path Source Type: flop
* Clock period minus worst slack at approximately 5.5 ns
* Series of cell instances along the critical path: buf_4 > mux4_2 > mux4_2 > mux2_2 > clkdlybuf4s50_1
* Detailed Routing Iterations Pass 1 at 5
* End of the worst register-to-register path: empty_cs$_SDFF_PP1_
* Xor+xnor area frac at between 1 and 1.5%
* Number of antenna cells inserted at 0
* Kind of cell adding the most delay to the critical path: multiplexers
* Total global routing track utilization at 19.1%
* Chip area at between 20000 and 30000 um^2
* Initial antenna violation count at 0
* Start point of the worst hold path: looped_cs$_SDFF_PP0_
* Number of cells upsized or downsized after cts at 0
* Cells after Synth at between 500 and 600
* Count of endpoints failing hold in the final timing report at 0
* DP HPWL at roughly 15 mm
* Tally of OpenROAD warnings at 28
* Yosys stat area at between 10000 and 15000 um^2
* Latency at later pin at ~0.54 ns
* Setup TNS at 0 ns
* Syn Std Cell Area at between 10000 and 15000 um^2
* Hold bufs inserted after CTS at 0
* Clock sink count at roughly 270
* Fraction of the yosys area taken by sequential cells at a little under three quarters
* Adder-cell share of the synthesized area at less than 1%
* Count of boundary I/O pins at 22
* Distinct cell type count after synthesis at 57
* Biggest cell delay along the critical path at 0.75 ns
## power breakdown
part | internal (W) | switching (W) | total [W]
registers | 0.00163 | 0.0000271 | 0.00166
logic | 0.000165 | 0.000140 | 0.000305
clock network | 0.000895 | 0.000541 | 0.00144
total | 0.00270 | 0.000708 | 0.00340
## sequential cells by signal, summed over array words and instances, names as in the netlist
register and cells:
read_ptr_cs 5, write_ptr_cs 5, full_cs 1, ram_i.ram 256
empty_cs 1, looped_cs 1
## cell usage after synthesis, types with 4 or more instances
cell                       count  share of area (%)
sky130_fd_sc_hd__edfxtp_1    256                 69
sky130_fd_sc_hd__mux4_2       80                 16
sky130_fd_sc_hd__nor2_1       54                1.8
sky130_fd_sc_hd__nand2_1      18               0.60
sky130_fd_sc_hd__clkbuf_1     14               0.47
sky130_fd_sc_hd__dfxtp_1      13                2.3
sky130_fd_sc_hd__mux2_2       10                1.0
sky130_fd_sc_hd__a21oi_1       9               0.40
sky130_fd_sc_hd__ha_1          7               0.78
sky130_fd_sc_hd__nand3_1       7               0.31
sky130_fd_sc_hd__inv_1         6               0.20
sky130_fd_sc_hd__o21ai_0       6               0.27
sky130_fd_sc_hd__buf_1         5               0.17
sky130_fd_sc_hd__buf_4         5               0.34
sky130_fd_sc_hd__xnor2_1       5               0.39
sky130_fd_sc_hd__and3_1        4               0.22
sky130_fd_sc_hd__buf_6         4               0.40
sky130_fd_sc_hd__mux2i_1       4               0.36
## through the flow
| stage | power [W] | util, % | worst slack, ns | cell area (um^2) |
|---|---|---|---|---|
| 3_5_place_dp | 0.00200 | 44.0 | 2.60 | 12000 |
| 3_3_place_gp | 0.00200 | 44.0 | 2.64 | 12000 |
| 6_report | 0.00340 | 47.6 | 2.15 | 12900 |
| 4_1_cts | 0.00344 | 47.6 | 2.03 | 12900 |
| 2_1_floorplan | 0.00190 | - | 3.59 | 11200 |
| 5_1_grt | 0.00352 | 47.6 | 1.90 | 12900 |
## cells by family after synthesis
family                     count (synthesis)
DFF                                      269
adders and majority gates                  7
AOI/OAI and AO/OA                         39
xor gates and xnor gates                  11
muxes                                     96
buffers and inverters                     37
and+or+nand+nor                          104
## area by class of cell
class | instances | area [um^2] | area share [%]
clock inverter | 19 | 248 | 1.91
multi-input combinational | 257 | 3050 | 23.5
clock buffer | 32 | 737 | 5.69
inverter | 6 | 22.5 | 0.174
sequential | 269 | 7960 | 61.4
tap | 372 | 465 | 3.60
timing repair buffer | 56 | 473 | 3.65
## how the worst max path moves through the flow
| stage | from | endpoint | slack, ns | cells past startpoint |
|---|---|---|---|---|
| global route | read_ptr_cs[0]$_SDFF_PP0_ | data_out[5] | 1.90 | 5 |
| finish | read_ptr_cs[0]$_SDFF_PP0_ | data_out[5] | 2.15 | 5 |
| CTS | read_ptr_cs[0]$_SDFF_PP0_ | data_out[5] | 2.03 | 5 |
## metal layers
| metal | GRT usage [%] | vias to the layer above | share of wire [%] |
|---|---|---|---|
| li1 | - | 2418 | - |
| met1 | 25.7 | 2766 | 36 |
| met2 | 28.9 | 285 | 49 |
| met3 | 11.0 | 41 | 13 |
| met4 | 3.88 | 0 | 2.4 |
| met5 | 0 | - | 0 |
## worst register-to-register path: stages (launching register included)
cell and delay, ns:
sky130_fd_sc_hd__dfxtp_4 0.75, sky130_fd_sc_hd__buf_4 0.77, sky130_fd_sc_hd__ha_1 0.53, sky130_fd_sc_hd__and3_1 0.21, sky130_fd_sc_hd__ha_1 0.37, sky130_fd_sc_hd__nor3_1 0.09, sky130_fd_sc_hd__a21oi_1 0.14, sky130_fd_sc_hd__nand2_1 0.11
sky130_fd_sc_hd__a2111oi_4 0.42, sky130_fd_sc_hd__o21ai_2 0.19, sky130_fd_sc_hd__o21ai_4 0.35, sky130_fd_sc_hd__mux2_4 0.35, sky130_fd_sc_hd__o311ai_4 0.23, sky130_fd_sc_hd__o21bai_1 0.11
Power figures rest on the tool's default switching activity, not on a simulated workload.
